### design/flow/design.v
`timescale 1ns / 1ps
module dec5e (n, master_enable, enable);
    input [4:0] n;
    input master_enable;
    output [31:0] enable;
    assign enable = master_enable ? decoder(n) : 32'h00000000;
    function [31:0] decoder;
        input [4:0] n;
        case (n)
            5'd00 : decoder = 32'h00000001;
            5'd01 : decoder = 32'h00000002;
            5'd02 : decoder = 32'h00000004;
            5'd03 : decoder = 32'h00000008;
            5'd04 : decoder = 32'h00000010;
            5'd05 : decoder = 32'h00000020;
            5'd06 : decoder = 32'h00000040;
            5'd07 : decoder = 32'h00000080;
            5'd08 : decoder = 32'h00000100;
            5'd09 : decoder = 32'h00000200;
            5'd10 : decoder = 32'h00000400;
            5'd11 : decoder = 32'h00000800;
            5'd12 : decoder = 32'h00001000;
            5'd13 : decoder = 32'h00002000;
            5'd14 : decoder = 32'h00004000;
            5'd15 : decoder = 32'h00008000;
            5'd16 : decoder = 32'h00010000;
            5'd17 : decoder = 32'h00020000;
            5'd18 : decoder = 32'h00040000;
            5'd19 : decoder = 32'h00080000;
            5'd20 : decoder = 32'h00100000;
            5'd21 : decoder = 32'h00200000;
            5'd22 : decoder = 32'h00400000;
            5'd23 : decoder = 32'h00800000;
            5'd24 : decoder = 32'h01000000;
            5'd25 : decoder = 32'h02000000;
            5'd26 : decoder = 32'h04000000;
            5'd27 : decoder = 32'h08000000;
            5'd28 : decoder = 32'h10000000;
            5'd29 : decoder = 32'h20000000;
            5'd30 : decoder = 32'h40000000;
            5'd31 : decoder = 32'h80000000;
        endcase
    endfunction
endmodule
`timescale 1ns / 1ps
module dffe32(data, clock, reset, write_enable, q);
    input [31:0] data;
    input clock, reset;
    input write_enable;
    output reg [31:0] q;
    always @ (posedge clock or negedge reset) begin
        if (!reset) begin
            q <= 0;
        end else if (write_enable) begin
            q <= data;
        end
    end
endmodule
`timescale 1ns / 1ps
module regfile(rna, rnb, d, wn, we, clk, clrn, qa, qb);
    input [4:0] rna, rnb;    
    input [31:0] d;          
    inout [4:0] wn;          
    input we;                
    input clk, clrn;         
    output [31:0] qa, qb;    
    wire [31:0] e;
    wire [31:0] r00, r01, r02, r03, r04, r05, r06, r07;
    wire [31:0] r08, r09, r10, r11, r12, r13, r14, r15;
    wire [31:0] r16,r17,r18,r19,r20,r21,r22,r23;
    wire [31:0] r24,r25,r26,r27,r28,r29,r30,r31;
    dec5e decoder (wn, we, e);
    assign r00 = 0;                         
    dffe32 reg01 (d, clk, clrn, e[1], r01); 
    dffe32 reg02 (d, clk, clrn, e[2], r02); 
    dffe32 reg03 (d,clk,clrn,e[03],r03);  
    dffe32 reg04 (d,clk,clrn,e[04],r04);  
    dffe32 reg05 (d,clk,clrn,e[05],r05);  
    dffe32 reg06 (d,clk,clrn,e[06],r06);  
    dffe32 reg07 (d,clk,clrn,e[07],r07);  
    dffe32 reg08 (d,clk,clrn,e[08],r08);  
    dffe32 reg09 (d,clk,clrn,e[09],r09);  
    dffe32 reg10 (d,clk,clrn,e[10],r10);  
    dffe32 reg11 (d,clk,clrn,e[11],r11);  
    dffe32 reg12 (d,clk,clrn,e[12],r12);  
    dffe32 reg13 (d,clk,clrn,e[13],r13);  
    dffe32 reg14 (d,clk,clrn,e[14],r14);  
    dffe32 reg15 (d,clk,clrn,e[15],r15);  
    dffe32 reg16 (d,clk,clrn,e[16],r16);  
    dffe32 reg17 (d,clk,clrn,e[17],r17);  
    dffe32 reg18 (d,clk,clrn,e[18],r18);  
    dffe32 reg19 (d,clk,clrn,e[19],r19);  
    dffe32 reg20 (d,clk,clrn,e[20],r20);  
    dffe32 reg21 (d,clk,clrn,e[21],r21);  
    dffe32 reg22 (d,clk,clrn,e[22],r22);  
    dffe32 reg23 (d,clk,clrn,e[23],r23);  
    dffe32 reg24 (d,clk,clrn,e[24],r24);  
    dffe32 reg25 (d,clk,clrn,e[25],r25);  
    dffe32 reg26 (d,clk,clrn,e[26],r26);  
    dffe32 reg27 (d,clk,clrn,e[27],r27);  
    dffe32 reg28 (d,clk,clrn,e[28],r28);  
    dffe32 reg29 (d,clk,clrn,e[29],r29);  
    dffe32 reg30 (d,clk,clrn,e[30],r30);  
    dffe32 reg31 (d,clk,clrn,e[31],r31);  
    assign qa = select(r00,r01,r02,r03,r04,r05,r06,r07,  
    r08,r09,r10,r11,r12,r13,r14,r15,
    r16,r17,r18,r19,r20,r21,r22,r23,
    r24,r25,r26,r27,r28,r29,r30,r31,rna);
    assign qb = select(r00,r01,r02,r03,r04,r05,r06,r07,  
    r08,r09,r10,r11,r12,r13,r14,r15,
    r16,r17,r18,r19,r20,r21,r22,r23,
    r24,r25,r26,r27,r28,r29,r30,r31,rnb);
    function [31:0] select;
    input [31:0] r00,r01,r02,r03,r04,r05,r06,r07,
    r08,r09,r10,r11,r12,r13,r14,r15,
    r16,r17,r18,r19,r20,r21,r22,r23,
    r24,r25,r26,r27,r28,r29,r30,r31;
    input [4:0] s;  
    case (s)
    5'd00: select = r00; 5'd01: select = r01;
    5'd02: select = r02; 5'd03: select = r03;
    5'd04: select = r04; 5'd05: select = r05;
    5'd06: select = r06; 5'd07: select = r07;
    5'd08: select = r08; 5'd09: select = r09;
    5'd10: select = r10; 5'd11: select = r11;
    5'd12: select = r12; 5'd13: select = r13;
    5'd14: select = r14; 5'd15: select = r15;
    5'd16: select = r16; 5'd17: select = r17;
    5'd18: select = r18; 5'd19: select = r19;
    5'd20: select = r20; 5'd21: select = r21;
    5'd22: select = r22; 5'd23: select = r23;
    5'd24: select = r24; 5'd25: select = r25;
    5'd26: select = r26; 5'd27: select = r27;
    5'd28: select = r28; 5'd29: select = r29;
    5'd30: select = r30; 5'd31: select = r31;
    endcase
    endfunction
endmodule
### design/flow/run.sh
#!/bin/bash
# OpenROAD 26Q1-2900-gdf79404cd8, Yosys 0.63+post, stock flow scripts
make -C /OpenROAD-flow-scripts/flow DESIGN_CONFIG=/design/flow/config.mk WORK_HOME=/design/flow/orfs finish
### design/flow/config.mk
export PLATFORM = sky130hd
export DESIGN_NAME = regfile
export DESIGN_NICKNAME = regfile
export VERILOG_FILES = /design/flow/design.v
export SDC_FILE = /design/flow/constraint.sdc
export NUM_CORES = 4
export LEC_CHECK = 1
export CORE_UTILIZATION = 40
### design/flow/constraint.sdc
current_design regfile

set clk_period 8.1
set clk_io_pct 0.2

create_clock -name clk0 -period $clk_period [get_ports {clk}]

set non_clock_inputs [all_inputs -no_clocks]
set_input_delay [expr $clk_period * $clk_io_pct] -clock clk0 $non_clock_inputs
set_output_delay [expr $clk_period * $clk_io_pct] -clock clk0 [all_outputs]
==> reports/metrics.csv <==
stage,metric,value,unit
logic_synthesis,ys_ff,992,
clocking,cts_inserted_buffers,107,
clocking,ctsHoldBuffers,0,
run_status,lastStage,global routing (5_1_grt),
logic_synthesis,synth_cell_type_count,59,
clocking,htree_levels,3,
logic_synthesis,yosysWarnings,3,
logic_synthesis,largest_area_cell,dfrtp_1,
logic_synthesis,yosys_area,0.0503,mm²
logic_synthesis,syn_inst,4224,
logic_synthesis,dominantRegCellSynth,dfrtp_1,
logic_synthesis,yosys.stat.seqShare,49.4,%
logic_synthesis,edf_count,0,
floorplan,fp_util,40.5,%
clocking,cts_sinks,992,
floorplan,rows,129,
run_status,error,"[ERROR RSZ-0074] Failed to build tree from global routes for pin 'wn[4]' and net 'wn[4]' at grid (189750, 348450): found route to 9 pins, expected 8",
sta,untimed_endpoints,5,
placement,dp_hpwl,138,mm
logic_synthesis,netlist_area,0.0503,mm²
placement,place_congestion,1.00,
logic_synthesis,syn_avg_cell_area,11.9,µm²
run_status,outcome,aborted with a tool error,
clocking,post_cts_buffers,0,
logic_synthesis,yosys_cells,4224,
placement,port_buffers,108,
floorplan,die_h,357,µm
logic_synthesis,async_flop_share,100,%
logic_synthesis,yosysTopAreaCellShare,49.4,%
clocking,post_cts_resized,0,
floorplan,die_w,357,µm
clocking,clockRootBuffer,clkbuf_16,
floorplan,pin_count,114,
logic_synthesis,synthTopCellsByArea,"dfrtp_1, mux2_2, a22oi_1",
global_routing,grt_max_degree,120,
clocking,cts_max_path_buffers,3,
-- Yosys cell counts (5+ instances only) --
library cell	count
a2111oi_0	123
a2111oi_4	10
a221oi_1	5
a222oi_1	28
a22oi_1	604
a31oi_1	9
a32oi_1	16
and2_0	6
and2_1	32
and3_1	411
and3b_1	9
buf_1	62
buf_2	27
buf_6	12
clkbuf_1	356
dfrtp_1	992
mux2_2	1002
mux2i_1	8
nand2_1	53
nand2b_1	6
nand3_1	177
nand3b_1	8
nand4_1	82
nor2_1	33
nor2b_1	8
nor3_1	11
nor3b_1	17
o21ai_0	7
or4_1	61
-- cells by family after synthesis --
family / share of synthesized area [%]
muxes: 22.6
DFF: 49.4
and+or+nand+nor: 11.0
AOI/OAI and AO/OA: 13.3
buffers and inverters: 3.70
-- stage by stage --
step | util (%) | total power (W) | instance area (µm²) | worst slack (ns) | cells
3_5_place_dp | 43.4 | 0.00874 | 53900 | 1.02 | 5736
2_1_floorplan | - | 0.00768 | 50300 | 3.23 | 4224
3_3_place_gp | 43.4 | 0.00870 | 53900 | 1.02 | 5736
4_1_cts | 46.4 | 0.0139 | 57600 | 0.978 | 5934
Power is estimated from default activity; no workload was simulated.
