<file path="/design/flow/design.v">
`timescale 1ns / 1ps
module ImmGen(Instr, outImm);
    input [31:0]Instr;
    output [31:0] outImm;
    assign outImm = select(Instr[31:0]);
    function [31:0]select;
        input [31:0]Instr;
        case (Instr[6:0]) 
            7'b0000011, 7'b0010011 : select = {{20{Instr[31]}}, Instr[31:20]};
            7'b0100011: select = {{20{Instr[31]}}, Instr[31:25], Instr[11:7]};
             7'b1100011: select = {{19{Instr[31]}}, Instr[31], Instr[7], Instr[30:25], Instr[11:8], 1'b0};
             7'b0110111, 7'b0010111 : select = {Instr[31:12], 12'b0};
             7'b1101111: select = {{11{Instr[31]}}, Instr[31], Instr[19:12], Instr[20], Instr[30:21], 1'b0};
            default : select = 32'b0;
        endcase
    endfunction
endmodule
</file>
<file path="/design/flow/run.sh">
#!/bin/bash
# OpenROAD 26Q1-2900-gdf79404cd8, Yosys 0.63+post, stock flow scripts
make -C /OpenROAD-flow-scripts/flow DESIGN_CONFIG=/design/flow/config.mk WORK_HOME=/design/flow/orfs finish
</file>
<file path="/design/flow/config.mk">
export PLATFORM = sky130hd
export DESIGN_NAME = ImmGen
export DESIGN_NICKNAME = ImmGen
export VERILOG_FILES = /design/flow/design.v
export SDC_FILE = /design/flow/constraint.sdc
export NUM_CORES = 4
export LEC_CHECK = 1
export CORE_AREA = 10 10 70 70
export DIE_AREA = 0 0 80 80
</file>
<file path="/design/flow/constraint.sdc">
current_design ImmGen

set clk_period 2.1
set clk_io_pct 0.2

create_clock -name clk0 -period $clk_period

set non_clock_inputs [all_inputs -no_clocks]
set_input_delay [expr $clk_period * $clk_io_pct] -clock clk0 $non_clock_inputs
set_output_delay [expr $clk_period * $clk_io_pct] -clock clk0 [all_outputs]
</file>
==> deck_impl_summary.md <==
Physical Implementation Snapshot

Outcome
  • Status: finished, violations left
  • Failing checks: setup timing

Pwr
  • Int Pwr: 109.4 µW
  • Logic pwr share: 1.000
  • Leakage: 0.0008883 µW
  • Part of the power in registers: 0
  • Peak VDD IR: 0.00005269 V
  • NetSw: 63.25 µW
  • Power density cells: 118.9 nW/µm²
  • Clock network fraction of total power: 0
  • Sw Share: 0.3663

Finish
  • Clock buffers: 0
  • Fillcell total: 336
  • Fraction of layout cells with a size suffix above 1: 0.3506
  • Sequential cell area: 0 µm²
  • Sequential cell count: 0
  • Final Instance Area: 1453 µm²
  • Area grow syn2layout: 200.0%
  • Post-Route Utilization: 0.4253

Worst hold path
  • Worst hold path depth: 5
  • Worst hold start: Instr[6]
  • Hold Path Class: in2out
  • Hold Path End: outImm[0]

Global routing
  • Gr ovfl total: 0
  • Largest net degree at the start of global routing: 18
  • All-Layer GR Usage: 0.08383
  • First-pass GRT wire length: 4485 µm
  • Initial antenna violation count: 0
  • Vias in the first global route: 837

Drt
  • Vias: 877
  • First DRT Iteration DRCs: 32
  • Remaining DRCs: 0
  • WL final: 3062 µm
  • Vias per cell: 4.385
  • Final ANT Viol Nets: 0
  • Initial DRT Pass Iterations: 4
  • Antenna cell count: 0
  • Drt wl/cell: 15.31 µm

Setup path
  • Crit path DAT: 1.70 ns
  • Critical setup path kind: in2out
  • Crit path DRT: 1.68 ns
  • Critical path endpoint category: primary output
  • Startpoint Class: primary input
  • Critical Path Fanout Max: 12

Placement
  • Area after DPL: 1271 µm²
  • Setup WS pre-CTS: -0.5488 ns
  • Port bufs: 64
  • Post-detail-place hpwl: 2398 µm
  • GP Congestion: 0.8571

Synth
  • Average size of a mapped cell: 7.121 µm²
  • Mapped Area: 484.2 µm²
  • Synth area leader: o2bb2ai_1
  • Yosys warns: 1
  • Synth Seq Share: 0
  • Yosys Instances: 68
  • Post-Syn Instances: 68
  • Main area contributors: o2bb2ai_1 20%, a21o_1 12%, a32o_1 10%
  • Synthesis area per yosys: 484.2 µm²
  • Unique cell types: 26
  • Top-area cell type share of the netlist area: 0.1990

Final timing
  • Worst-Margin Slew: 0.2521 ns
  • Max Clock Freq: 471.0 MHz
  • Headroom to the max-slew limit: 0.8312
  • Final Setup Violations: 5
  • Max-slew violations: 0
  • RSZ-0062 raised after global routing: true
  • Worst hold margin: 1.240 ns
  • Period utilization: 1.011
  • TNS Setup: -0.07098 ns
  • Min cycle time layout: 2.123 ns
  • Final WS setup: -0.02311 ns
  • Hold Vio Cnt, Final: 0

Die
  • Initial Utilization: 0.1418
  • Die height: 80 µm
  • IO Count: 64
  • Placement row count: 21
  • Die Area: 6400 µm²
  • Die width: 80 µm
  • Core Box Area: 3416 µm²

CTS
  • Hold Buf Count CTS: 0

Job
  • Max-cap violations: 0
  • Tool warnings: 34
-- timing repair --
item	CTS	global route
hold endpoints to repair	0	0
pin swaps	5	7
gates cloned	1	0
resized	71	29
setup endpoints to repair	32	14
setup buffers	5	8
-- cell usage after synthesis (2+ instances only) --
| library cell | instances |
|---|---|
| nand2_1 | 8 |
| o211a_1 | 2 |
| a21o_1 | 8 |
| buf_6 | 2 |
| buf_2 | 3 |
| nor2_1 | 9 |
| o2bb2ai_1 | 11 |
| a32o_1 | 5 |
| o21a_1 | 2 |
| and2_1 | 2 |
-- placed cells by master, fill, tap and decap left out, drive strengths merged --
cell            n
buf            32
clkdlybuf4s50  22
dlygate4sd2    22
o2bb2ai        11
nor2            9
a21o            9
nand2           8
dlymetal6s2s    8
a32o            5
clkbuf          4
clkdlybuf4s15   3
o211a           3
and2            3
o21a            2
and2b           1
nor2b           1
a21oi           1
inv             1
and4bb          1
and3b           1
nor4            1
nor4b           1
a211oi          1
nor3b           1
and3            1
and4b           1
a22o            1
-- layer usage --
metal	wire length (µm)	GRT usage
met1	1327	0.1075
met2	1645	0.1565
met3	89	0.005682
met4	0	0
met5	0	0
-- worst max-delay path by stage --
stage | startpoint | endpoint | slack, ns | cells past startpoint
after global routing | Instr[5] | outImm[30] | -0.07 | 8
after CTS | Instr[5] | outImm[23] | -0.15 | 7
final | Instr[5] | outImm[20] | -0.02 | 8
-- layout make-up --
| cell class | count | area, µm² | area share |
|---|---|---|---|
| repair buffers | 91 | 847.1 | 0.5831 |
| well taps | 46 | 57.56 | 0.03962 |
| inverters | 1 | 3.754 | 0.002584 |
| multi-input cells | 62 | 544.3 | 0.3747 |
-- critical path, cell delays in order --
cell	delay, ns
buf_6	0.11
buf_4	0.13
and3b_4	0.19
a211oi_4	0.27
buf_12	0.17
buf_4	0.11
o2bb2ai_1	0.04
dlygate4sd2_1	0.25
-- power by group through the flow --
stage	logic (µW)	clock network [µW]	registers [µW]
4_1_cts	155	0	0
5_1_grt	185	0	0
6_report	173	0	0
-- through the flow --
stage,power [µW],instances
6_report,172.7,200
3_5_place_dp,151.2,186
4_1_cts,154.8,192
3_3_place_gp,149.4,186
2_1_floorplan,37.34,68
5_1_grt,185.3,200
-- logic make-up after synthesis --
| group | after synthesis | synth area share |
|---|---|---|
| and+or+nand+nor | 29 | 0.3359 |
| buffers and inverters | 7 | 0.09300 |
| AOI/OAI and AO/OA | 32 | 0.5710 |
Power and IR drop assume default switching activity.
