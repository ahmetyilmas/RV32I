<file path="design.v">
`timescale 1ns / 1ps
module mux_4x1(a, b, c, d, s, q);
    input [31:0]a, b, c, d;
    input [1:0]s;
    output reg [31:0]q;
    always @(s) begin
        case (s)
            2'b00 : q = a;
            2'b01 : q = b;
            2'b10 : q = c;
            2'b11 : q = d;
        endcase
    end
endmodule
</file>
<file path="run.sh">
#!/bin/bash
# OpenROAD 26Q1-2900-gdf79404cd8, Yosys 0.63+post, stock flow scripts
make -C /OpenROAD-flow-scripts/flow DESIGN_CONFIG=/design/flow/config.mk WORK_HOME=/design/flow/orfs finish
</file>
<file path="config.mk">
export PLATFORM = sky130hd
export DESIGN_NAME = mux_4x1
export DESIGN_NICKNAME = mux_4x1
export VERILOG_FILES = /design/flow/design.v
export SDC_FILE = /design/flow/constraint.sdc
export NUM_CORES = 4
export LEC_CHECK = 1
export CORE_AREA = 10 10 84 84
export DIE_AREA = 0 0 94 94
</file>
<file path="constraint.sdc">
current_design mux_4x1

set clk_period 1.0
set clk_io_pct 0.2

create_clock -name clk0 -period $clk_period

set non_clock_inputs [all_inputs -no_clocks]
set_input_delay [expr $clk_period * $clk_io_pct] -clock clk0 $non_clock_inputs
set_output_delay [expr $clk_period * $clk_io_pct] -clock clk0 [all_outputs]
</file>
==> flow_metrics.py <==
# Auto-generated metrics
metrics = {
    "min_path": {
        "min_path_cells": 3,
        "hold_path_end": "q[28]",
        "hold_class": "input port to output port",
        "hold_start": "d[28]",
    },
    "global_routing": {
        "met3_usage_pct": 4.281,
        "grtUsageTotal_pct": 14.61,
        "grt-busiest-layer": "met2",
        "grt_max_degree": 11,
        "use_met2_pct": 26.79,
        "grt_overflow": 0,
        "grt_pass1_vias": 1466,
        "antenna_found_initial": 2,
        "grt_use_met1_pct": 17.32,
        "grt_pass1_wl_um": 9432,
    },
    "setup_path": {
        "critPathMaxFanout": 5,
        "cp.required_ns": 0.80,
        "crit_type": "input port to output port",
        "crit_buf_inv": 4,
        "crit_path_end_kind": "output port",
        "critical_path.top_delay_family": "multiplexers",
        "critPathLaunchType": "input port",
        "crit_path_start": "s[0]",
        "slowest_stage": "mux4_2",
        "crit_path_max_incr_delay_ns": 0.50,
        "path_cells": "buf_12, buf_12, buf_12, mux4_2, buf_2",
        "cpMostUsedCell": "buf_12",
        "arrival_ns": 1.16,
    },
    "status": {
        "violations": "setup timing",
        "status": "complete, but fails checks",
    },
    "final_timing": {
        "setup_viol": 32,
        "maxSlewViolCount": 0,
        "rsz0062_at_grt": "true",
        "tightest_slew_ns": 0.1097,
        "period_used_pct": 136.1,
        "setup_ws_ns": -0.3607,
        "relSlewSlack_pct": 92.69,
        "finalHoldViolCount": 0,
        "finalWorstPathRequiredPeriod_ns": 1.361,
        "fmax_ghz": 0.7349,
    },
    "power": {
        "powerDensity_nw_per_um2": 376.7,
        "peakVddDrop_v": 0.0001786,
        "p_leak_nw": 1.147,
    },
    "finish": {
        "mostFrequentLayoutCells": "dlygate4sd2_1, buf_2, mux4_2",
        "nFillCells": 525,
        "logic_area_um2": 720.7,
        "lay_top_count": "dlygate4sd2_1",
        "flops": 0,
        "final_util_pct": 45.79,
        "drive_above_1_share_pct": 41.83,
        "nClkBuffers": 0,
        "syn_to_final_growth_pct": 192.6,
        "fin_area_um2": 2384,
        "regArea_um2": 0,
    },
    "die": {
        "dieWidth_um": 94,
        "die_h_um": 94,
        "die_area_um2": 8836,
        "row_count": 26,
        "ios": 162,
        "core_um2": 5205,
        "fp_util_pct": 15.65,
    },
    "synth": {
        "syn_area_per_cell_um2": 20.89,
        "yosys_cells": 39,
        "yosys_warnings": 1,
        "yosysUniqueCellTypes": 5,
        "synth_area_um2": 814.5,
        "syn_inst": 39,
        "yosysChipArea_um2": 814.5,
        "ys_seq_share_pct": 0,
    },
    "drt": {
        "drt_iter0_drc": 24,
        "drt_wl_total_um": 6711,
        "routedWlPerCell_um": 23.97,
        "postRouteAntennaNets": 0,
        "avgViaCountPerCell": 4.329,
        "dr.pass1.iters": 3,
        "vias": 1212,
        "drc": 0,
    },
    "place": {
        "post-dp-hpwl_um": 5691,
        "gp_congestion": 0.8103,
        "place_area_um2": 2480,
        "numPortBuffers": 162,
    },
    "flow_run": {
        "cap_violations": 0,
        "warnings": 35,
    },
    "cts": {
        "hold_buffers": 0,
    },
}
==> layout make-up <==
class,instances,area share (%)
timing repair buffer,176,65.88
tap,70,3.675
antenna,2,0.2100
multi-input combinational,32,30.24
==> power breakdown <==
group | total, W | internal (W) | switching, W
clock | 0.000000000267 | 0.000000000267 | 0
combinational | 0.000898 | 0.000660 | 0.000238
sequential | 0 | 0 | 0
total | 0.000898 | 0.000660 | 0.000238
==> kinds of logic after synthesis <==
family	Yosys count	synth area share [%]
multiplexers	32	89.40
buffers and inverters	7	10.60
==> per-stage QoR <==
stage               hold WS, ns  std cells  total power [W]  setup TNS [ns]  setup WS [ns]
global route             0.8125        279        0.0009666          -10.81        -0.3928
CTS                      0.7915        278        0.0009224          -10.46        -0.3734
finish                   0.7931        280        0.0008979          -9.660        -0.3607
floorplan                0.4864         39        0.0002869          -2.749       -0.09162
detailed placement        1.286        267         0.001087          -28.70        -0.9286
global placement          1.282        267         0.001081          -28.58        -0.9269
==> metal layers <==
layer	share of wire, %	up-vias
met4	0.31	0
met2	56	70
met1	36	589
met3	7.3	2
li1	-	551
met5	0	-
==> worst min-delay path, delay by kind of cell <==
kind	cells	cell delay, ns
multiplexers	1	0.23
buffers and inverters	2	0.16
==> synthesized netlist by cell type, drive strengths merged <==
| cell | instances | area, um^2 |
|---|---|---|
| mux4 | 32 | 728.2 |
| buf | 7 | 86.33 |
==> worst max path at each step <==
| stage | slack [ns] | endpoint | depth (start not counted) |
|---|---|---|---|
| after CTS | -0.37 | q[4] | 5 |
| after global routing | -0.39 | q[20] | 5 |
| final | -0.36 | q[23] | 5 |
==> repair_timing <==
item	4_1_cts	5_1_grt
cloned	5	0
resized	269	4
setup buffers	6	1
endpoints found under the setup margin	32	32
Power is estimated from default activity; no workload was simulated.
